--- design.v ---
`timescale 1ns/10ps
module IOTDF( clk, rst, in_en, iot_in, fn_sel, busy, valid, iot_out);
input          clk;
input          rst;
input          in_en;
input  [7:0]   iot_in;
input  [2:0]   fn_sel;
output         busy;
output         valid;
output [127:0] iot_out;
reg			busy_w,    busy_r, 
            valid_w,   valid_r;
reg	[127:0]	iot_out_w, iot_out_r;
reg [127:0] current_data [7:0];
reg [7:0]   next_data;
reg	[2:0]   current_state,    next_state;  
reg [2:0]   current_count_8,  next_count_8;  
reg [3:0]   current_cycle,    next_cycle;  
reg [7:0]   data_bits;  
reg [3:0]   current_count_12, next_count_12;  
reg [2:0]   current_pos,      next_pos;  
reg [142:0] current_sum,      next_sum;
reg [3:0]   i;
parameter STA_IDLE = 3'd0,
		  STA_LOAD = 3'd1,
		  STA_ALU  = 3'd2,
		  STA_OUT  = 3'd3,
		  STA_END  = 3'd4;
parameter FNS_MAX      = 3'b001,
		  FNS_MIN      = 3'b010,
		  FNS_AVG      = 3'b011,
		  FNS_EXTRACT  = 3'b100,
		  FNS_EXCLUDE  = 3'b101,
		  FNS_PEAK_MAX = 3'b110,
		  FNS_PEAK_MIN = 3'b111;
assign busy    = busy_r;
assign valid   = valid_r;
assign iot_out = iot_out_r;
always @(*) begin
	for(i=0; i<8; i=i+1) begin
		next_data[i] = current_data[i];
	end
	data_bits = 0;
	if(in_en) begin
		data_bits  = (current_cycle<<3);
		next_data  = iot_in;
		next_cycle = current_cycle + 1;
	end
	else begin
		next_cycle = current_cycle;
	end
end
always @(*) begin
	next_count_8  = current_count_8;
	next_pos      = current_pos;
	next_count_12 = current_count_12;
	case(current_state)
		STA_IDLE: begin
			next_state = STA_LOAD;
		end
		STA_LOAD: begin
			if(current_cycle == 15) begin  
				next_count_8 = current_count_8 + 1;
				next_pos     = current_count_8;
				next_state   = STA_ALU;
			end
			else begin
				next_state = STA_LOAD;
			end
		end
		STA_ALU: begin
			if(current_pos == 7) begin
				next_count_12 = current_count_12 + 1;
			end
			else begin
				next_count_12 = current_count_12;
			end
			if(current_count_12 == 12) begin  
				next_state = STA_END;
			end
			else begin
				next_state = STA_LOAD;
			end
		end
		STA_END: begin
			next_state = STA_END;
		end
		default: begin
			next_state	= STA_LOAD;
		end
	endcase
end
always @(*) begin
	valid_w	  = 0;
	busy_w	  = 0;
	iot_out_w = 0;
	next_sum  = current_sum;
	if(current_state==STA_ALU) begin
		case(fn_sel)
			FNS_MAX: begin
				next_sum  = (current_pos==0)? current_data[0] : (current_sum>current_data[current_pos])? current_sum: current_data[current_pos];
				valid_w   = (current_pos==7)? 1 : 0;
				iot_out_w = (current_pos==7)? (current_sum>current_data[current_pos])? current_sum : current_data[current_pos] : 0;
			end
			FNS_MIN: begin
				next_sum  = (current_pos==0)? current_data[0] : (current_sum<current_data[current_pos])? current_sum : current_data[current_pos];
				valid_w   = (current_pos==7)? 1 : 0;
				iot_out_w = (current_pos==7)? (current_sum<current_data[current_pos])? current_sum : current_data[current_pos] : 0;
			end
			FNS_AVG: begin
				next_sum  = (current_pos==0)? current_data[0] : current_sum + current_data[current_pos];
				valid_w   = (current_pos==7)? 1 : 0;
				iot_out_w = (current_pos==7)? (current_sum + current_data[current_pos]) >> 3 : 0;
			end
			FNS_EXTRACT: begin
				valid_w   = (current_data[current_pos]>128'h6FFFFFFFFFFFFFFFFFFFFFFFFFFFFFFF && current_data[current_pos]<128'hAFFFFFFFFFFFFFFFFFFFFFFFFFFFFFFF)?   1 : 0;
				iot_out_w = (current_data[current_pos]>128'h6FFFFFFFFFFFFFFFFFFFFFFFFFFFFFFF && current_data[current_pos]<128'hAFFFFFFFFFFFFFFFFFFFFFFFFFFFFFFF)? current_data[current_pos] : 0;
			end
			FNS_EXCLUDE: begin
				valid_w   = (current_data[current_pos]<128'h7FFFFFFFFFFFFFFFFFFFFFFFFFFFFFFF || current_data[current_pos]>128'hBFFFFFFFFFFFFFFFFFFFFFFFFFFFFFFF)? 1 : 0;
				iot_out_w = (current_data[current_pos]<128'h7FFFFFFFFFFFFFFFFFFFFFFFFFFFFFFF || current_data[current_pos]>128'hBFFFFFFFFFFFFFFFFFFFFFFFFFFFFFFF)? current_data[current_pos] : 0;
			end
			FNS_PEAK_MAX: begin
				next_sum = current_sum;
				if(current_count_12 == 0) begin  
					if(current_pos == 0) begin  
						next_sum = current_data[0];
					end
					else begin
						next_sum = (current_sum>current_data[current_pos])? current_sum : current_data[current_pos];
					end
					if(current_pos == 7) begin  
						valid_w   = 1;
						iot_out_w = (current_sum>current_data[current_pos])? current_sum : current_data[current_pos];
						next_sum  = (current_sum>current_data[current_pos])? current_sum : current_data[current_pos];
					end
					else begin
						valid_w	  = 0;
						iot_out_w = 0;
					end
				end
				else begin
					if(current_data[current_pos] > current_sum) begin  
						valid_w   = 1;
						iot_out_w = current_data[current_pos];
						next_sum  = (current_sum>current_data[current_pos])? current_sum : current_data[current_pos];
					end
					else begin
						valid_w   = 0;
						iot_out_w = 0;
					end
					if(current_pos == 7) begin
						next_sum = (current_sum>current_data[current_pos])? current_sum : current_data[current_pos];
					end
				end
			end
			FNS_PEAK_MIN: begin
				next_sum = current_sum;
				if(current_count_12 == 0) begin  
					if(current_pos == 0) begin  
						next_sum = current_data[0];
					end
					else begin
						next_sum = (current_sum<current_data[current_pos])? current_sum : current_data[current_pos];
					end
					if(current_pos == 7) begin  
						valid_w   = 1;
						iot_out_w = (current_sum<current_data[current_pos])? current_sum : current_data[current_pos];
						next_sum  = (current_sum<current_data[current_pos])? current_sum : current_data[current_pos];  
					end
					else begin
						valid_w	  = 0;
						iot_out_w = 0;
					end
				end
				else begin
					if(current_data[current_pos] < current_sum) begin  
						valid_w   = 1;
						iot_out_w = current_data[current_pos]; 
						next_sum  = (current_sum<current_data[current_pos])? current_sum : current_data[current_pos];
					end
					else begin
						valid_w   = 0;
						iot_out_w = 0;
					end
					if(current_pos == 7) begin
						next_sum = (current_sum<current_data[current_pos])? current_sum : current_data[current_pos];
					end
				end
			end
			default: begin
				valid_w	  = 0;
				iot_out_w = 0;
			end
		endcase
	end
	else begin
		valid_w	  = 0;
		iot_out_w = 0;
	end
end
always @(posedge clk or posedge rst) begin
	if(rst) begin
		iot_out_r        <= 0;
		valid_r          <= 0;
		busy_r           <= 0;
		current_sum      <= 0;
		current_pos      <= 0;
		current_count_12 <= 0;
		current_count_8  <= 0;
		current_cycle    <= 0;
		current_state    <= STA_IDLE;
		for(i=0; i<8; i=i+1) 
			current_data[i] <= 0;
	end
	else begin
		iot_out_r        <= iot_out_w;
		valid_r          <= valid_w;
		busy_r           <= busy_w;
		current_sum      <= next_sum;
		current_pos      <= next_pos;
		current_count_12 <= next_count_12;
		current_count_8  <= next_count_8;
		current_cycle    <= next_cycle;
		current_state    <= next_state;
		current_data[current_count_8][data_bits +: 8] <= next_data;
	end
end
endmodule
--- run.sh ---
#!/bin/bash
# OpenROAD 26Q1-2900-gdf79404cd8, Yosys 0.63+post, stock flow scripts
make -C /OpenROAD-flow-scripts/flow DESIGN_CONFIG=/design/flow/config.mk WORK_HOME=/design/flow/orfs finish
--- config.mk ---
export PLATFORM = sky130hd
export DESIGN_NAME = IOTDF
export DESIGN_NICKNAME = IOTDF
export VERILOG_FILES = /design/flow/design.v
export SDC_FILE = /design/flow/constraint.sdc
export NUM_CORES = 4
export LEC_CHECK = 1
export CORE_UTILIZATION = 50
--- constraint.sdc ---
current_design IOTDF

set clk_period 74.6
set clk_io_pct 0.2

create_clock -name clk0 -period $clk_period [get_ports {clk}]

set non_clock_inputs [all_inputs -no_clocks]
set_input_delay [expr $clk_period * $clk_io_pct] -clock clk0 $non_clock_inputs
set_output_delay [expr $clk_period * $clk_io_pct] -clock clk0 [all_outputs]
==> run_results.csv <==
group,metric,value,unit
logic_synthesis,synth-main-ff-cell,"dfrtp_1",
job,drv_cap,0,
logic_synthesis,postSynth.asyncResetShare,100,%
timing,maxSlewViolCount,0,
layout,design_area,95600,um2
clock_network,cts-root-buf,"clkbuf_16",
layout,logic_area,47900,um2
placement,port_buffers,142,
layout,layout-drive-gt1-share,7.98,%
detailed_routing,num_vias,86200,
logic_synthesis,topCellsByArea,"dfrtp_1, ha_1, a21oi_1, o21ai_0, nor2_1",
placement,dpl_cell_area,90300,um2
detailed_routing,firstDrtPassIters,14,
global_route,grt_max_degree,121,
logic_synthesis,ys_area,85700,um2
detailed_routing,wl_met2,159000,um
critical_path,cp-end-kind,"register",
logic_synthesis,top_cell,"dfrtp_1",
critical_path,critPathLaunchType,"input port",
clock_network,post_cts_buffers,0,
timing,max_freq,52.2,MHz
critical_path,crit_arrival,19.90,ns
die,dieArea,173000,um2
clock_network,clockBufferDepth,3,
timing,tns,0,ns
timing,finalClockSkew,0.0575,ns
clock_network,path_clk_slew,0.06,ns
logic_synthesis,yosys.area.top_type,"dfrtp_1",
logic_synthesis,ys_ff,1313,
detailed_routing,viasPerCell,6.82,
clock_network,clock_latency,0.85,ns
clock_network,h-tree-depth,4,
logic_synthesis,synth_cell_type_count,90,
timing,hold_violations,0,
timing,grt_setup_unrepaired,"no",
logic_synthesis,syn_area_per_cell,8.31,um2
detailed_routing,routed.top_layer,"met5",
placement,gp_congestion,1.12,
timing,setup_viol,0,
clock_network,post_cts_resized,0,
global_route,gr-total-overflow,0,
logic_synthesis,top_area_share,38.3,%
logic_synthesis,enable_flop_cells,0,
critical_path,crit_type,"input port to register",
timing,max_slew_margin,14.8,%
die,rows,151,
placement,hpwl,316000,um
detailed_routing,drt-met1-wl,162000,um
logic_synthesis,syn_inst,10300,
detailed_routing,dr.first_iter.drc_count,11000,
detailed_routing,wl_met3,81200,um
global_route,first_global_vias,80800,
timing,fin_ws,55.45,ns
status,status,"complete, no violations",
timing,fin_crit,19.15,ns
clock_network,ctsHoldBuffers,0,
die,design.core.area,170000,um2
timing,tightest_slew,1.26,ns
critical_path,cp_max_fo,48,
placement,pre_cts_slack,54.92,ns
logic_synthesis,postSynthSeqShare,38.4,%
logic_synthesis,yosys_cells,10300,
clock_network,cts_sinks,1313,
logic_synthesis,synth_warnings,2,
detailed_routing,totalWireLength,428000,um
layout,fillers,14900,
global_route,grtUsageTotal,51.0,%
critical_path,required,75.35,ns
layout,area_growth_syn_to_layout,11.6,%
die,fp_util,50.4,%
die,ioPinCount,144,
timing,finalClockPeriodUsage,25.7,%
logic_synthesis,synth_area,85700,um2
global_route,antenna_found_initial,37,
detailed_routing,ant_nets,0,
clock_network,cts_tree,"built",
die,die_h,416,um
job,warnings,294,
global_route,grt_first_pass_wirelength,603000,um
layout,register_area,32900,um2
worst_hold_path,min_path_type,"register to register",
timing,fin_hold_ws,0.479,ns
detailed_routing,drc,0,
detailed_routing,wl_per_cell,33.9,um
logic_synthesis,common_cells,"dfrtp_1, nor2_1, a21oi_1",
die,die_w,416,um
clock_network,tritoncts.num_buffers,151,
## routing by layer
layer / vias to the layer above / GRT usage, %
met1: 41700 / 68.9
li1: 37000 / -
met3: 1124 / 36.1
met5: - / 2.70
met4: 56 / 22.8
met2: 6265 / 61.8
## flip-flops by register name, indices dropped and copies added (netlist names)
signal / cells
current_pos: 3
current_count_8: 3
current_state: 3
valid_r: 1
current_cycle: 4
current_sum: 143
current_count_12: 4
current_data: 1024
iot_out_r: 128
## cell usage in the layout, fill, tap and decap left out, drive strengths merged, types with 111 or more instances in the layout
cell and n:
a211oi 120, nor2 1193, nor3 132, dfrtp 1312
o22ai 127, mux2i 216, nand3 111, a221oi 163
a21oi 1190, inv 572, nand2 1076, nand4 147
o21ai 974, xnor2 122, clkbuf 224, buf 415
ha 650, clkdlybuf4s50 142
## worst paths after layout
kind	start	to	slack, ns	depth (start not counted)
setup reg to reg	current_pos[0]$_DFFE_PP0P_	current_sum[80]$_DFFE_PP0P_	63.41	22
min in group asynchronous	rst	iot_out_r[23]$_DFF_PP0_	14.68	2
max in group asynchronous	rst	current_data[2][105]$_DFFE_PP0N_	55.88	7
hold / removal	current_data[2][2]$_DFFE_PP0N_	current_data[2][2]$_DFFE_PP0N_	0.48	2
setup / recovery	fn_sel[2]	iot_out_r[127]$_DFF_PP0_	55.45	11
hold reg to reg	current_data[2][2]$_DFFE_PP0N_	current_data[2][2]$_DFFE_PP0N_	0.48	2
## layout make-up
class / instances / area share, %
inverter: 572 / 2.25
clock buffer: 224 / 4.65
sequential: 1313 / 34.4
multi-input combinational: 7681 / 50.2
timing repair buffer: 557 / 4.81
tap: 2218 / 2.90
antenna: 18 / 0.0471
clock inverter: 49 / 0.805
## worst max-delay path, cell delays in order
cell and delay [ns]:
clkdlybuf4s50_1 0.77, and2_4 0.57, buf_4 0.50, nand2_1 0.38, nor2_4 0.21, or2_4 0.52, buf_4 0.57, buf_4 0.64
a22oi_1 0.14, o21ai_0 0.30, a211o_1 0.15
## stage by stage
step	instances	utilization, %
after floorplan	10300	-
after global placement	12300	53.2
after detailed placement	12300	53.2
after CTS	12600	56.3
after global routing	12600	56.3
final	12600	56.3
## logic make-up (layout without fill, tap and decap cells)
logic type               count (synthesis)  count (layout)  synth area share (%)
other                                    1              20               0.00438
multiplexers                           277             277                  3.33
XOR/XNOR                               129             129                  1.32
flip-flops                            1313            1313                  38.4
buffers and inverters                 1313            1402                  6.10
adder cells (fa/ha/maj)                651             651                  9.52
AND/OR/NAND/NOR                       3039            3039                  15.4
AND-OR/OR-AND                         3583            3583                  26.0
