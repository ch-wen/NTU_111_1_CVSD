==> flow/design.v <==
module alu #(
    parameter INT_W  = 3,
    parameter FRAC_W = 5,
    parameter INST_W = 3,
    parameter DATA_W = INT_W + FRAC_W  
)(
    input                     i_clk,
    input                     i_rst_n,
    input                     i_valid,
    input signed [DATA_W-1:0] i_data_a,  
    input signed [DATA_W-1:0] i_data_b,  
    input        [INST_W-1:0] i_inst,
    output                    o_valid,
    output       [DATA_W-1:0] o_data
);
    reg [DATA_W:0] o_data_w, o_data_r;
    reg            o_valid_w, o_valid_r;
    reg [DATA_W:0] out_add;
    reg [(DATA_W*2)-1:0] out_mul_16q10;
    reg [(DATA_W*2)-FRAC_W:0] out_mul_11q5;  
    reg out_mul_carry;
    reg [DATA_W-1:0] out_dvide;
    reg [DATA_W-1:0] amount;
    assign o_valid = o_valid_r;
    assign o_data = o_data_r;
    always@(*) begin
        if(i_valid == 1) begin
            o_valid_w = 1;
            case(i_inst)
                3'b000: begin  
                    out_add = {i_data_a[7], i_data_a} + {i_data_b[7], i_data_b};
                    o_data_w = (out_add[8:7] == 2'b00 || out_add[8:7] == 2'b11) ? out_add : {out_add[8], {7{!out_add[8]}}};
                end
                3'b001: begin  
                    out_add = {i_data_a[7], i_data_a} - {i_data_b[7], i_data_b};
                    o_data_w = (out_add[8:7] == 2'b00 || out_add[8:7] == 2'b11) ? out_add : {out_add[8], {7{!out_add[8]}}};
                end
                3'b010: begin  
                    out_mul_16q10 = i_data_a * i_data_b;
                    out_mul_carry = out_mul_16q10 [15] ? (out_mul_16q10 [4] & (|out_mul_16q10 [3:0])) : out_mul_16q10 [4];
                    out_mul_11q5 = {out_mul_16q10 [15], out_mul_16q10 [15:5]} + out_mul_carry;
                    o_data_w = (out_mul_11q5[11:8]==4'b0000 || out_mul_11q5[11:8]==4'b1111) ? out_mul_11q5 : {out_mul_11q5[11], {7{!out_mul_11q5[11]}}};
                end
                3'b011: begin  
                    o_data_w = ~(i_data_a & i_data_b);
                end
                3'b100: begin  
                    o_data_w = ~(i_data_a ^ i_data_b);
                end
                3'b101: begin  
                    if(i_data_a[7] && !i_data_a[6]==1'b1)  
                        o_data_w = 8'b00000000;
                    else if(!i_data_a[7] && i_data_a[6]==1'b1)  
                        o_data_w = 8'b00100000;
                    else begin
                        out_dvide = (i_data_a >>> 2);  
                        out_add = {out_dvide[7], out_dvide} + {1'b0, 8'b00010000};
                        o_data_w = out_add;
                    end
                end
                3'b110: begin  
                    amount = i_data_b % 8'd8;  
                    o_data_w = (i_data_a >> amount) | (i_data_a << (8'b00001000-amount));
                end
                3'b111: begin  
                    o_data_w = (i_data_a<=i_data_b) ? i_data_a : i_data_b;
                end
                default: o_data_w = 0;
            endcase
        end
        else begin
            o_data_w = 0;
            o_valid_w = 0;
        end
    end
    always@(posedge i_clk or negedge i_rst_n) begin
        if(!i_rst_n) begin
            o_data_r  <= 0;
            o_valid_r <= 0;  
        end else begin
            o_data_r <= o_data_w;
            o_valid_r <= o_valid_w;  
        end
    end
endmodule
==> flow/run.sh <==
#!/bin/bash
# OpenROAD 26Q1-2900-gdf79404cd8, Yosys 0.63+post, stock flow scripts
make -C /OpenROAD-flow-scripts/flow DESIGN_CONFIG=/design/flow/config.mk WORK_HOME=/design/flow/orfs finish
==> flow/config.mk <==
export PLATFORM = sky130hd
export DESIGN_NAME = alu
export DESIGN_NICKNAME = alu
export VERILOG_FILES = /design/flow/design.v
export SDC_FILE = /design/flow/constraint.sdc
export NUM_CORES = 4
export LEC_CHECK = 1
export CORE_UTILIZATION = 40
==> flow/constraint.sdc <==
current_design alu

set clk_period 1.0
set clk_io_pct 0.2

create_clock -name clk0 -period $clk_period [get_ports {i_clk}]

set non_clock_inputs [all_inputs -no_clocks]
set_input_delay [expr $clk_period * $clk_io_pct] -clock clk0 $non_clock_inputs
set_output_delay [expr $clk_period * $clk_io_pct] -clock clk0 [all_outputs]
==> deck_impl_summary.md <==
Flow Results at a Glance

Outcome
  – Status: finished, violations left
  – Failing checks: setup timing

Floorplan
  – I/O Pins: 31
  – Core ar.: 12720 um^2
  – Chip footprint: 13590 um^2
  – Die Wd: 116.6 um
  – Core Util at FP: 0.4129
  – Die Ht: 116.6 um
  – Cell Rows: 41

STA
  – Final Max Tran Viols: 0
  – Tmin final: 5.527 ns
  – Worst-margin pin slew: 0.5707 ns
  – PnR worst setup slack: -4.527 ns
  – RSZ-0062 raised after global routing: yes
  – Hold WS: 0.2612 ns
  – Cycle use final: 5.527
  – FMAX: 180.9 MHz
  – Setup violators final: 8
  – Final Hold Viols: 0
  – Slew margin rel.: 0.6195
  – Setup_tns: -35.81 ns

Logic synthesis
  – Top-count cell post-synth: inv_1
  – Flip-flops with a built-in enable: 0
  – Yosys chip area: 5253 um^2
  – Main flop type: dfrtp_1
  – Top cells by area: fa_1 (22%), ha_1 (12%), inv_1 (7.6%)
  – Synth Instances: 665
  – Unique cell types: 73
  – Register share after synthesis: 0.04288
  – Flops after synth: 9
  – Area leader, netlist: fa_1
  – Most common library cells after synthesis: inv_1 (106), nor2_1 (66), fa_1 (57)
  – Netlist Area Pre-Place: 5253 um^2
  – Warnings from Yosys: 1
  – Asr flop ratio synth: 1.000
  – Post-Syn Area per Cell: 7.899 um^2
  – Ys cells: 665
  – Max-area cell share: 0.2172

Routing
  – Routed vias/inst: 5.279
  – Post-DRT Antenna Nets: 0
  – Routed WL: 16.86 mm
  – DR pass1 iterations: 5
  – # diodes: 0
  – Vias: 5474
  – 1st-iter DRT viols: 271
  – # DRC: 0
  – WL per Instance: 16.26 um

Placement
  – Pre-CTS setup slack: -5.395 ns
  – Placed Cells: 1016
  – Buffers added on ports: 30
  – Placed wire-length estimate: 14.12 mm
  – Cell Area, Placed: 7113 um^2
  – Final GP Congestion: 0.9334

Cells and area
  – Filler cells: 1143
  – Layout Cells excl Fill: 1037
  – Final Util: 0.5913
  – Share of cells above drive strength 1: 0.3526
  – Post-route cell area: 7522 um^2
  – P&R area growth vs syn: 43.21%

Clocking
  – CTS tree: built
  – Clk slew on worst S/H paths: 0.04 ns
  – H-tree levels: 1
  – Root buf cell: clkbuf_16
  – Sink Count: 9
  – CTS Buffer Depth: 2
  – Number of buffers created by CTS: 3

GRT
  – Pin count of the biggest net entering global routing: 22
  – Global route overflow: 0
  – Tot GR Track Use: 0.2725
  – Initial antenna violation count: 0
  – Vias in the first global route: 5495
  – First-pass GRT wire length: 27.26 mm

Critical path
  – Critical Path Sink Type: register
  – Most used cell, CP: fa_1
  – Worst Setup Start Kind: input port
  – Crit path DAT: 5.63 ns
  – Critical Path Max Stage Delay: 0.55 ns
  – Worst-path maximum fanout: 8
  – Slowest stage cell, crit path: fa_1
  – Crit path kind: input port to register
  – Required time of the worst setup path: 1.10 ns

Job
  – Tool warnings: 39
  – Max-Cap Viols: 0

Pwr
  – Leak pwr: 3.635 nW
  – Peak VDD IR: 0.002527 V
  – Power after layout: 21.09 mW
  – Power Density: 2803 nW/um^2

Worst hold path
  – Worst hold path class: input port to asynchronous set/reset pin
## placed cells by master (no fill, tap or decap), types with 7 or more instances in the layout
master           instances
o21ai_0                 18
a211oi_1                 9
nand3_1                  9
clkdlybuf4s15_1          9
nor3_1                   9
nand2_1                 31
buf_4                  185
buf_6                   12
mux2i_1                 16
inv_1                   89
and2_1                  27
nand2b_1                 7
ha_1                    38
nor2_1                  59
ha_4                     9
xnor2_1                 17
nor2b_1                  7
fa_1                    55
inv_2                   15
a21oi_1                 32
a21o_1                  10
dfrtp_1                  9
## final cells by class
cell class / count / area (um^2) / area share
Tap cell: 172 / 215.2 / 0.02861
Multi-Input combinational cell: 516 / 4793 / 0.6372
Sequential cell: 9 / 225.2 / 0.02994
Inverter: 111 / 440.4 / 0.05855
Clock buffer: 4 / 78.83 / 0.01048
Timing Repair Buffer: 225 / 1769 / 0.2352
## sequential cells by signal (all words and copies together) (netlist names)
signal and flops:
o_data_r 8, o_valid_r 1
## worst paths after layout
path,from,endpoint,slack (ns),depth (start not counted)
max,i_data_b[4],o_data_r[3],-4.53,26
min,i_rst_n,o_data_r[3],0.26,1
max in group asynchronous,i_rst_n,o_data_r[6],0.47,1
min in group clk0,i_valid,o_valid_r,0.53,1
## cells by family (layout without fill, tap and decap cells)
| logic type | count (synthesis) | count (layout) | synth area share |
|---|---|---|---|
| AND/OR/NAND/NOR | 195 | 195 | 0.1832 |
| AND-OR/OR-AND | 160 | 160 | 0.2194 |
| buffers and inverters | 140 | 340 | 0.1034 |
| adder cells (fa/ha/maj) | 109 | 109 | 0.3406 |
| XOR/XNOR | 27 | 27 | 0.04788 |
| multiplexers | 25 | 25 | 0.06265 |
| flip-flops | 9 | 9 | 0.04288 |
## routing by layer
metal  up-vias  GRT usage  part of all wire
met4         0    0.04219             0.020
met2       150     0.4469              0.47
li1       2686          -                 -
met1      2620     0.3829              0.45
met5         -          0                 0
met3        18    0.06395             0.064
## power by group
| part | internal (mW) | switching (mW) | total [mW] |
|---|---|---|---|
| sequential | 0.457 | 0.0231 | 0.481 |
| combinational | 9.81 | 10.1 | 19.9 |
| clock | 0.531 | 0.154 | 0.685 |
| total | 10.8 | 10.3 | 21.1 |
## critical path: cells and delay by family
family / cells / cell delay, ns
buf+inv: 6 / 0.48
fa+ha+maj: 8 / 2.69
simple gates: 4 / 0.96
compound gates: 7 / 1.16
xor+xnor: 1 / 0.14
## what timing repair did
action | 4_1_cts | 5_1_grt
resized | 107 | 61
pin swaps | 37 | 60
hold buffers | 0 | 0
buffers inserted | 14 | 4
endpoints found under the setup margin | 17 | 8
Power and IR drop assume default switching activity.
